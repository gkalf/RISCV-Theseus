<file path="./config.mk">
export PLATFORM = sky130hd
export DESIGN_NAME = barrel_shifter
export DESIGN_NICKNAME = barrel_shifter
export VERILOG_FILES = /design/flow/design.v
export SDC_FILE = /design/flow/constraint.sdc
export NUM_CORES = 4
export LEC_CHECK = 1
export CORE_UTILIZATION = 30
</file>
<file path="./constraint.sdc">
current_design barrel_shifter

set clk_period 11.8
set clk_io_pct 0.2

create_clock -name clk0 -period $clk_period

set non_clock_inputs [all_inputs -no_clocks]
set_input_delay [expr $clk_period * $clk_io_pct] -clock clk0 $non_clock_inputs
set_output_delay [expr $clk_period * $clk_io_pct] -clock clk0 [all_outputs]
</file>
<file path="./run.sh">
#!/bin/bash
# OpenROAD 26Q1-2900-gdf79404cd8, Yosys 0.63+post, stock flow scripts
make -C /OpenROAD-flow-scripts/flow DESIGN_CONFIG=/design/flow/config.mk WORK_HOME=/design/flow/orfs finish
</file>
<file path="./design.v">
module barrel_shifter
#(parameter SIZE=32)
(
	inA,
	inB,
	shift_arithmetic,
	result_R,
	result_L
);
input [SIZE-1:0] inA;
input [4:0] inB;
input shift_arithmetic;
output  [SIZE-1:0] result_R;
output  [SIZE-1:0] result_L;
integer i;
reg [2*SIZE-1:0] mask [0:SIZE];
wire sign = (shift_arithmetic & inA[31]);
wire [2*SIZE-1:0] produce_mask={{32{sign}},inA};
always @*
begin
	for (i=0; i<=SIZE; i=i+1)
	begin
		mask[i] = produce_mask<<i;
	end
end
assign result_L = mask[inB[4:0]][SIZE-1:0];
assign result_R = mask[7'd32-inB[4:0]][2*SIZE-1:SIZE];
endmodule
</file>
==> run_results.csv <==
group,metric,value,unit
run_status,status,"complete, no violations",
detailed_routing,top_layer_used,"met4",
logic_synthesis,yosysTopAreaCellShare,0.150,
logic_synthesis,yosysMostFrequentCell,"a22oi_1",
hold_path,min_path_type,"in2out",
place,place_ws,2.60,ns
critical_path,critPathArrivalTime,7.04,ns
logic_synthesis,synth_area_per_cell,6.61,µm²
logic_synthesis,synth.distinct_cells,89,
grt,grt_max_degree,64,
sta,tns,0,ns
clock_network,cts_resized,0,
cells_and_area,area_growth,11.7,%
sta,min_period,9.40,ns
critical_path,worstPathRequired,9.44,ns
logic_synthesis,syn_area,8940,µm²
logic_synthesis,syn_inst,1352,
detailed_routing,ant_nets,0,
cells_and_area,regArea,0,µm²
floorplan,core-area,29000,µm²
place,io_buffers,102,
floorplan,ios,102,
sta,worst_slack,2.40,ns
power,p_leak,3.17,nW
sta,max_slew_margin,0.189,
logic_synthesis,ys_cells,1352,
detailed_routing,routedWlPerCell,38.0,µm
job,drv_cap,0,
critical_path,end_kind,"primary output",
logic_synthesis,top_area_cell,"a22oi_1",
power,sw_frac_of_total,0.636,
critical_path,start_kind,"primary input",
cells_and_area,stdcell_area,9990,µm²
cells_and_area,final.clkbuf_count,0,
detailed_routing,route.met2.wl,25500,µm
critical_path,cp_max_fo,56,
floorplan,fp_util,0.308,
detailed_routing,wl,64200,µm
power,p_total,0.425,mW
power,ir_drop,0.0000265,V
clock_network,cts_hold_buf,0,
logic_synthesis,ys_chip_area,8940,µm²
critical_path,crit_type,"in2out",
power,power_density,42.5,nW/µm²
cells_and_area,ff_count,0,
sta,hold_viol,0,
sta,rsz0062_at_grt,"false",
cells_and_area,utilization,0.344,
place,dp_hpwl,38500,µm
place,gp_congestion,1.02,
grt,antenna_found_initial,2,
floorplan,rows,62,
logic_synthesis,ys_seq_frac,0,
power,p_int,0.155,mW
detailed_routing,avgViaCountPerCell,8.16,
sta,tightest_slew,1.21,ns
floorplan,die_h,175,µm
power,switching_power,0.270,mW
detailed_routing,wl_met1,23300,µm
logic_synthesis,topCellsByArea,"a22oi_1, clkbuf_1, a22o_1, buf_2, a32oi_1",
grt,gr-total-overflow,0,
grt,grt_pass1_wl,92400,µm
sta,finalSetupViolations,0,
sta,fin_crit_sh,0.796,
sta,fmax,106,MHz
detailed_routing,first_pass_iters,11,
logic_synthesis,yosys_warnings,2,
cells_and_area,drive_above_1_share,0.117,
detailed_routing,dr_total_vias,13800,
detailed_routing,first_iter_violations,2852,
clock_network,post_cts_buffers,0,
job,warning_count,32,
detailed_routing,drc,0,
place,dpl_cell_area,9980,µm²
logic_synthesis,top_cells_by_count,"a22oi_1, clkbuf_1, nand2_1, buf_2, nor2_1",
grt,track_usage,0.413,
sta,maxSlewViolCount,0,
grt,grt_pass1_vias,13100,
floorplan,dieWidth,175,µm
floorplan,die_area,30500,µm²
detailed_routing,wl_met3,10100,µm
## cells by family (layout without fill, tap and decap cells)
kind of cell,after synthesis,after routing,share of synthesized area
buf+inv,254,206,0.134
compound gates,601,601,0.519
simple gates,454,454,0.295
fa+ha+maj,1,1,0.00140
mux,42,42,0.0504
other cells,0,2,0
## worst paths after layout
check | from | end | depth (start not counted)
hold / removal | inB[0] | result_L[0] | 5
setup / recovery | inB[1] | result_R[3] | 12
## critical path, cell delays in order
cell             delay (ns)
buf_4                  0.29
nor2_2                 0.54
nand2_1                0.21
inv_1                  0.16
ha_2                   0.67
buf_4                  0.60
nand2b_1               0.33
o32ai_1                0.13
a2111oi_2              0.77
o2111a_1               0.31
o2111ai_1              0.16
clkdlybuf4s50_1        0.46
## placed cells by master (no fill, tap or decap), types with 12 or more instances in the layout
cell type	netlist	layout
a22oi_1	179	179
clkdlybuf4s50_1	0	97
buf_4	16	92
nand2_1	83	83
nor2_1	69	69
o21ai_0	51	51
a22o_1	49	49
nand3_1	47	47
a21oi_1	45	45
and3_1	38	38
a32oi_1	37	37
mux2i_1	27	27
nor2b_1	26	26
nor3_1	28	26
nand4_1	26	26
nand2b_1	25	25
a221oi_1	24	24
o22ai_1	22	22
a222oi_1	22	22
a31oi_1	20	20
a2111oi_0	19	18
inv_1	14	14
mux2_2	13	13
and4_1	13	13
o2111ai_1	12	12
## through the flow
step	hold slack, ns	cells
2_1_floorplan	4.86	1352
3_3_place_gp	5.78	1688
3_5_place_dp	5.77	1688
4_1_cts	5.78	1688
5_1_grt	5.83	1688
6_report	5.80	1690
## final cells by class
| class | count | area, µm² |
|---|---|---|
| multi-input cells | 1098 | 7780 |
| inverters | 16 | 60.1 |
| well taps | 384 | 480 |
| repair buffers | 190 | 1670 |
| diodes | 2 | 5.00 |
| fillers | 3170 | 19000 |
## metal layers
| layer | GRT usage | vias to the layer above |
|---|---|---|
| met4 | 0.251 | 0 |
| li1 | - | 5376 |
| met5 | 0 | - |
| met3 | 0.172 | 446 |
| met2 | 0.580 | 1566 |
| met1 | 0.522 | 6404 |
## power groups by stage
stage | sequential, mW | clock, mW | combinational, mW
CTS | 0 | 0 | 0.400
global route | 0 | 0 | 0.434
Power figures rest on the tool's default switching activity, not on a simulated workload.
